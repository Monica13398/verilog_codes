--- /design/flow/design.v ---
module d5m_i2c(input clk,
						output i2c_clk,
						inout i2c_data);
parameter total_count=5'd25;
reg sclk=1'b1;
reg sda=1'b1;
reg [7:0]clk_count=8'd0;
reg [4:0]data_count=5'd0;     
reg [5:0]bit_count=6'd0;
reg [31:0]sda_mem;
reg [23:0]reg_data;
assign i2c_clk=(bit_count>=6'd3 && bit_count<=6'd39) ? ~sclk : 1'b1;
assign i2c_data=sda;
always@(posedge clk)
 begin
  if(clk_count==8'd250)
   begin
	 clk_count<=8'd1;
	 sclk<=~sclk;
	end
  else
   begin
	 clk_count<=clk_count+1'b1;
	 sclk<=sclk;
	end
 end
always@(*)
  begin
			case(data_count)
					5'd0	:	reg_data	<=	24'h000000;
					5'd1	:	reg_data	<=	24'h20C000;				  	 
					5'd2	:	reg_data	<=	24'h0907C0;    			 
					5'd3	:	reg_data	<=	24'h050000;					 
					5'd4	:	reg_data	<=	24'h060019;					 
					5'd5	:	reg_data	<=	24'h0A8000;					 
					5'd6	:	reg_data	<=	24'h2B000b;					 
					5'd7	:	reg_data	<=	24'h2C000f;					 
					5'd8	:	reg_data	<=	24'h2D000f;					 
					5'd9	:	reg_data	<=	24'h2E000b;					 
					5'd10	:	reg_data	<=	24'h100051;					 
					5'd11	:	reg_data	<=	24'h111807;					 
					5'd12	:	reg_data	<=	24'h120002;					 
					5'd13	:	reg_data	<=	24'h100053;					 
					5'd14	:	reg_data	<=	24'h980000;					 
					5'd15	:	reg_data	<=	24'h010000;					 
					5'd16	:	reg_data	<=	24'h020000;					 
					5'd17	:	reg_data	<=	24'h03077F;					 
					5'd18	:	reg_data	<=	24'h0409FF;					 
					5'd19	:	reg_data	<=	24'h220011;					 
					5'd20	:	reg_data	<=	24'h230011;					 
					5'd21	:	reg_data	<=	24'h4901A8;					 
					5'd22	:	reg_data	<=	24'hA00000;				    
					5'd23 :	reg_data	<=	24'hA10000;				    
					5'd24	:	reg_data	<=	24'hA20FFF;
			default:reg_data	<=	24'h000000;
			endcase
  end  
always@(posedge sclk)
 begin
  if(data_count==total_count - 1'b1)
   data_count<=data_count;  
  else
   begin
	 if(bit_count==6'd40)
	  begin
	   bit_count<=6'd0;
	   data_count<=data_count+1'b1;
	  end
	 else
	  bit_count<=bit_count+1'b1;
	end
  case(bit_count)
   6'd0	:			sda<=1'b1;				 
	6'd1	:	begin	sda<=1'b0;	sda_mem<={8'hBA,reg_data};	end			 
	6'd2	:			sda<=sda_mem[31];		 
	6'd3	:			sda<=sda_mem[30];
	6'd4	:			sda<=sda_mem[29];
	6'd5	:			sda<=sda_mem[28];
	6'd6	:			sda<=sda_mem[27];
	6'd7	:			sda<=sda_mem[26];
	6'd8	:			sda<=sda_mem[25];
	6'd9	:			sda<=sda_mem[24];
	6'd10	:			sda<=1'bz;				 
	6'd11	:			sda<=sda_mem[23];		 
	6'd12	:			sda<=sda_mem[22];
	6'd13	:			sda<=sda_mem[21];
	6'd14	:			sda<=sda_mem[20];
	6'd15	:			sda<=sda_mem[19];
	6'd16	:			sda<=sda_mem[18];
	6'd17	:			sda<=sda_mem[17];
	6'd18	:			sda<=sda_mem[16];
	6'd19	:			sda<=1'bz;				 
	6'd20	:			sda<=sda_mem[15];		 
	6'd21	:			sda<=sda_mem[14];
	6'd22	:			sda<=sda_mem[13];
	6'd23	:			sda<=sda_mem[12];
	6'd24	:			sda<=sda_mem[11];
	6'd25	:			sda<=sda_mem[10];
	6'd26	:			sda<=sda_mem[9];
	6'd27	:			sda<=sda_mem[8];
	6'd28	:			sda<=1'bz;				 
	6'd29	:			sda<=sda_mem[7];		 
	6'd30	:			sda<=sda_mem[6];
	6'd31	:			sda<=sda_mem[5];
	6'd32	:			sda<=sda_mem[4];
	6'd33	:			sda<=sda_mem[3];
	6'd34	:			sda<=sda_mem[2];
	6'd35	:			sda<=sda_mem[1];
	6'd36	:			sda<=sda_mem[0];
	6'd37	:			sda<=1'bz;				 
	6'd38	:			sda<=1'b0;
	6'd39	:			sda<=1'b1;				 
	6'd40	:			sda<=1'b1;
  endcase
 end
endmodule
--- /design/flow/run.sh ---
#!/bin/bash
# OpenROAD 26Q1-2900-gdf79404cd8, Yosys 0.63+post, stock flow scripts
make -C /OpenROAD-flow-scripts/flow DESIGN_CONFIG=/design/flow/config.mk WORK_HOME=/design/flow/orfs finish
--- /design/flow/config.mk ---
export PLATFORM = sky130hd
export DESIGN_NAME = d5m_i2c
export DESIGN_NICKNAME = d5m_i2c
export VERILOG_FILES = /design/flow/design.v
export SDC_FILE = /design/flow/constraint.sdc
export NUM_CORES = 4
export LEC_CHECK = 1
export CORE_UTILIZATION = 50
--- /design/flow/constraint.sdc ---
current_design d5m_i2c

set clk_period 1.9
set clk_io_pct 0.2

create_clock -name clk0 -period $clk_period [get_ports {clk}]

set non_clock_inputs [all_inputs -no_clocks]
set_input_delay [expr $clk_period * $clk_io_pct] -clock clk0 $non_clock_inputs
set_output_delay [expr $clk_period * $clk_io_pct] -clock clk0 [all_outputs]
==> reports/results.md <==
| Step | Parameter | Reported |
|---|---|---|
| pwr | Switching power as a share of total power | 16.9% |
| min path | Hold Path Depth | 1 |
| synth | Xor+xnor area frac | 3.16% |
| grt | Vias in the first global route | 1,878 |
| setup path | Kind of launch point of the worst setup path | flip-flop |
| placement | Gpl congestion | 0.850 |
| pwr | Static Leak | 0.931 nW |
| clock network | Skew-Pair Late Insertion Delay | 0.23 ns |
| synth | Area fraction in and, or, nand and nor cells after synthesis | 18.2% |
| synth | Top cell type by total area after synthesis | edfxtp_1 |
| synth | Most popular library cell in the synthesized design by count | edfxtp_1 |
| synth | Synth warn | 5 |
| placement | Count of placed standard cells including taps | 343 |
| timing | Remaining max-slew budget at the tightest pin | 48.2% |
| setup path | Dominant delay contributor by cell family on the critical path | buffers and inverters |
| clock network | Cell chosen for the clock root | clkbuf_8 |
| outcome | Status | finished clean |
| timing | Final-report setup violation count | 0 |
| setup path | Crit-path cells | o211ai_1, clkdlybuf4s50_1 |
| synth | Adders+Majority by Area | 6.31% |
| synth | Top cells by instance count after synthesis | edfxtp_1, nor2_1, nand2_1 |
| timing | Count of endpoints without a timing constraint | 69 |
| pwr | Seq pwr share | 47.3% |
| die | Core Region | 0.00524 mm² |
| synth | Main area contributors | edfxtp_1, ha_1, dfxtp_1 |
| synth | Distinct lib cells | 56 |
| timing | Final Hold Violation Tally | 0 |
| setup path | Critical path capture point type | primary output |
| final layout | Fin cells | 347 |
| timing | Share of the clock period used by the worst path | 82.3% |
| routing | First-pass DRT Iterations | 4 |
| die | Std-Cell Rows | 26 |
| setup path | Required time at the worst-slack endpoint | 1.52 ns |
| grt | Largest net degree at the start of global routing | 36 |
| grt | Remaining Overflow, GRT | 0 |
| synth | Summed standard-cell area reported by yosys | 0.00277 mm² |
| setup path | Worst path buffer plus inverter count | 1 |
| timing | Worst-case hold slack | 0.434 ns |
| setup path | CP Max Fanout | 2 |
| timing | RSZ-0062 raised after global routing | false |
| timing | Count of unclocked register or latch pins | 34 |
| die | Pre-Place Util | 53.0% |
| placement | # port buffers | 1 |
| clock network | CTS hold repair buffers | 0 |
| clock network | # H-tree levels | 1 |
| setup path | Slowest CP cell | clkdlybuf4s50_1 |
| timing | Minimum clock period after layout | 1.56 ns |
| synth | Area share of the largest cell type after synthesis | 37.9% |
| timing | Clock Skews | 0.00429 ns |
| pwr | Peak supply drop | 0.729 mV |
| die | X dimension of the die | 76.5 µm |
| pwr | Net switching component of the power | 0.0686 mW |
| job | Tool Warnings | 35 |
| clock network | TritonCTS clock tree | built |
| setup path | Worst r2r path cells | 7 |
| routing | Number of nets with antenna violations after detailed routing | 0 |
| routing | Antenna fix cells | 0 |
| final layout | Relative area change from synthesis to final layout | 1.53% |
| synth | Logic family by area | AND-OR/OR-AND gates |
| synth | Post-Syn Instances | 292 |
| min path | Hold WC Path Type | reg2reg |
| synth | Multiplexer area fraction after synthesis | 3.43% |
| routing | Vias/cell | 5.81 |
| synth | Share of async-settable or async-resettable flops after synthesis | 0% |
| synth | Synthesized registers | 43 |
| timing | Slew at the pin closest to its max-slew limit | 0.777 ns |
| clock network | Clock slew at reported path FFs | 0.04 ns |
| pwr | Clk pwr share | 52.7% |
| clock network | Worst-case clock buffer depth | 2 |
| routing | Routed wire length per instance | 15.4 µm |
| routing | Overall routed net length | 5.34 mm |
| final layout | Utilization of the core after routing | 53.8% |
| die | Total die size | 0.00585 mm² |
| die | Top-level I/O count | 3 |
| pwr | Cell-internal power | 0.338 mW |
| clock network | Number of buffers added for setup after CTS | 0 |
| timing | Max Clock Freq | 0.640 GHz |
| setup path | Endpoint arrival time on the critical path | 1.18 ns |
| timing | Summed negative setup slack over all endpoints | 0 ns |
| setup path | Cell count along the critical path | 2 |
| grt | Number of antenna violations at the first check in global routing | 0 |
| synth | Count of library flops with an enable pin | 35 |
| die | Height of the die | 76.5 µm |
| grt | Wire length of the first global-routing pass | 9.14 mm |
| synth | Mean instance size in the synthesized netlist | 9.50 µm² |
| synth | Dominant flop cell | edfxtp_1 |
| clock network | Number of gates given a new drive strength after cts | 0 |
| setup path | Type of the worst setup path | reg2out |
| routing | Vias post-DR | 2,017 |
| timing | Setup WS post-layout | 0.337 ns |
| routing | Detailed-route DRC error count | 0 |
| pwr | Logic pwr share | 0% |
| synth | Seq share, synth | 43.7% |
| job | Tally of max-capacitance violations | 0 |
| timing | Number of max-slew violations in the final report | 0 |
| synth | Cell Area, Synth | 0.00277 mm² |
| routing | Starting DRT DRC Count | 67 |
| synth | Number of cells in Yosys stat | 292 |
| placement | HPWL Detailed | 3.74 mm |
| synth | Area fraction in compound gates | 18.7% |
| clock network | Number of buffers created by CTS | 3 |
| placement | Worst slack after detailed placement | 0.359 ns |
| grt | All-layer global routing usage | 20.3% |
| setup path | Max incr delay on CP | 0.49 ns |
| pwr | Total power density per cell area | 144 mW/mm² |
| final layout | Proportion of layout cells with a drive suffix above 1 | 5.42% |
worst reg2reg max path, delay by kind of cell, from the launching register on:
family / cells / cell delay, ns
flip-flops: 1 / 0.33
AND/OR/NAND/NOR: 3 / 0.73
AND-OR/OR-AND: 2 / 0.20
buffers and inverters: 1 / 0.06
adder cells (fa/ha/maj): 1 / 0.13
placed cells by master (no fill, tap or decap), drive strengths merged, types with 3 or more instances in the layout:
master,synthesis,layout
nor3b,3,3
inv,16,16
a22o,3,3
a32oi,3,3
clkbuf,11,4
a21oi,15,15
nor2b,6,6
or3,5,5
o21ai,19,19
nor2,26,26
a31oi,7,7
o211ai,3,3
nand2b,3,3
and3,4,4
edfxtp,35,35
ha,14,14
nor3,7,7
mux2i,5,5
nand3,12,12
xnor2,8,8
buf,12,3
a22oi,7,7
dfxtp,8,8
nand2,25,25
logic make-up after synthesis:
logic type / count (synthesis)
compound gates: 78
buf+inv: 39
simple gates: 100
xor+xnor: 10
fa+ha+maj: 14
flops: 43
mux: 8
metal layers:
layer,global-route usage (%),up-vias,wire length [µm]
met5,0,-,0
met4,0.385,0,0
met2,31.7,21,2390
met3,2.19,0,118
met1,34.6,956,2830
li1,-,1040,-
power by group through the flow:
stage         clock network (mW)  registers, mW    logic, mW
CTS                        0.218          0.192  0.000000443
global route               0.232          0.192  0.000000443
finish                     0.214          0.192  0.000000443
state kept, by name (all words and copies together) (netlist names):
name        count
data_count      5
clk_count       8
sda_mem        22
i2c_data        1
sclk            1
bit_count       6
path summary, 6_finish.rpt:
path,start,end,slack (ns)
setup / recovery,sclk,i2c_clk,0.34
hold / removal,clk_count[0],clk_count[0],0.43
hold reg to reg,clk_count[0],clk_count[0],0.43
setup reg to reg,clk_count[0],clk_count[6],0.34
final cells by class:
class                           count  area [µm²]
Multi-Input combinational cell    210        1380
Tap cell                           70        87.6
Inverter                           16        60.1
Clock buffer                        4        45.0
Fill cell                         467        2420
Sequential cell                    43        1210
Timing Repair Buffer                4        32.5
through the flow:
step	instance area [µm²]	power, mW
2_1_floorplan	2770	0.196
3_3_place_gp	2770	0.196
3_5_place_dp	2770	0.196
4_1_cts	2820	0.411
5_1_grt	2820	0.424
6_report	2820	0.407
Power and IR drop assume default switching activity.
